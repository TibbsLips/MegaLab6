$ cat /design/flow/design.v
module pulsegen(clk,start,mode,pulse,pulsestart);
input clk,start;
output reg pulsestart;
input [1:0] mode;
output reg pulse;
reg pulsecontrol;
reg [8:0]hybridtimer;        
reg [22:0]counter;           
reg [22:0]pulsevalue;        
reg [27:0]secclk;            
reg hybridlock;              
initial begin
secclk<=28'b0000000000000000000000000000;
hybridlock<=0;
hybridtimer<=9'b000000000;   
pulse<=0;                    
pulsevalue<=23'b00000000000000000000000;
counter<=23'b00000000000000000000000;
pulsecontrol<=0;             
pulsestart<=0;
end
always@(start,hybridtimer)                                
begin
if(start==1)
    begin
      pulsestart<=1;
      case(mode)
      2'b00: begin
                hybridlock<=0;
                pulsecontrol<=1;
                pulsevalue<=23'b00101111101011110000100;  
             end
      2'b01: begin
                hybridlock<=0;
                pulsecontrol<=1;
                pulsevalue<=23'b00010111110101111000010;  
             end
      2'b10: begin
                hybridlock<=0;
                pulsecontrol<=1;
                pulsevalue<=23'b00001011111010111100001;  
             end
      2'b11: begin  
                hybridlock<=1;                                                             
                if(hybridtimer==9'b000000000)                                              
                    begin
                        pulsecontrol<=1;
                        pulsevalue<=23'b01001100010010110100000;
                    end
                else if((hybridtimer==9'b000000001)||(hybridtimer==9'b000001000))          
                    begin
                        pulsecontrol<=1;
                        pulsevalue<=23'b00101110001111010001111;
                    end
                else if(hybridtimer==9'b000000010)                                         
                    begin
                        pulsecontrol<=1;
                        pulsevalue<=23'b00010111000111101000111;
                    end
                else if(hybridtimer==9'b000000011)                                         
                    begin
                        pulsecontrol<=1;
                        pulsevalue<=23'b00111000100000111001011;
                    end
                else if(hybridtimer==9'b000000100)                                         
                    begin
                        pulsecontrol<=1;
                        pulsevalue<=23'b00010101110011000101101;
                    end
                else if((hybridtimer==9'b000000101)||(hybridtimer==9'b000000111))          
                    begin
                        pulsecontrol<=1;
                        pulsevalue<=23'b00110010110111001101010;
                    end
                else if (hybridtimer==9'b000000110)                                        
                    begin
                        pulsecontrol<=1;
                        pulsevalue<=23'b01010000010011110011010;
                    end
                else if((hybridtimer>=9'b000001001)&&(hybridtimer<=9'b001001000))          
                    begin
                        pulsecontrol<=1;
                        pulsevalue<=23'b00010110000111010011101;
                    end
                else if((hybridtimer>=9'b001001001)&&(hybridtimer<=9'b001001110))          
                    begin
                        pulsecontrol<=1;
                        pulsevalue<=23'b00101100111000001111100;
                    end
                else if((hybridtimer>=9'b001001111)&&(hybridtimer<=9'b010001111))         
                    begin
                        pulsecontrol<=1;
                        pulsevalue<=23'b00001100010011100011001;
                    end
                else
                    begin
                        hybridlock<=1;
                        pulsecontrol<=0;
                        pulsevalue<=23'b00000000000000000000000;
                    end
             end
       endcase
    end
else
  begin
   hybridlock<=0;
   pulsecontrol<=0;
   pulsevalue=23'b00000000000000000000000;
  end
end
always@(posedge clk)
begin
if(pulsecontrol==0)
    begin
        pulse<=0;
        counter<=23'b00000000000000000000000;
    end
else
    begin
        counter=counter+1;
        if(counter<=pulsevalue)                                     
        begin
            pulse<=1;
            counter=counter;
        end
        else if((counter>pulsevalue)&&(counter <= (pulsevalue*2)))  
        begin
            pulse<=0;
            counter=counter;
        end
        else
        begin
            pulse=pulse;
            counter<=23'b00000000000000000000000;                   
        end
    end
if(hybridlock==0)
    begin
        hybridtimer<=0;                                         
    end
else
    begin
        secclk=secclk+1;
        if(secclk==28'b0101111101011110000100000000)             
            begin                                                
               secclk=28'b0000000000000000000000000000;          
               hybridtimer=hybridtimer+1;
               if(hybridtimer>=145)
                   begin
                       hybridtimer<=150;                         
                   end                                           
            end
    end
end
endmodule
$ cat /design/flow/run.sh
#!/bin/bash
# OpenROAD 26Q1-2900-gdf79404cd8, Yosys 0.63+post, stock flow scripts
make -C /OpenROAD-flow-scripts/flow DESIGN_CONFIG=/design/flow/config.mk WORK_HOME=/design/flow/orfs finish
$ cat /design/flow/config.mk
export PLATFORM = sky130hd
export DESIGN_NAME = pulsegen
export DESIGN_NICKNAME = pulsegen
export VERILOG_FILES = /design/flow/design.v
export SDC_FILE = /design/flow/constraint.sdc
export NUM_CORES = 4
export LEC_CHECK = 1
export CORE_UTILIZATION = 50
$ cat /design/flow/constraint.sdc
current_design pulsegen

set clk_period 10.1
set clk_io_pct 0.2

create_clock -name clk0 -period $clk_period [get_ports {clk}]

set non_clock_inputs [all_inputs -no_clocks]
set_input_delay [expr $clk_period * $clk_io_pct] -clock clk0 $non_clock_inputs
set_output_delay [expr $clk_period * $clk_io_pct] -clock clk0 [all_outputs]
==> results.tsv <==
metric	value	unit
cells after synthesis	652	
number of logged tool warnings	29	
Final Critical Period	5.53	ns
Max Buffers Root-to-Sink	2	
Worst Path Required	10.39	ns
Post-Route Setup TNS	0	ns
Slew headroom	43.3	%
Peak Freq	181	MHz
vias in the first global route	4320	
Die Width	105	um
register pins left without a clock	1	
Yosys top cell by area	edfxtp_1	
critical path class	primary input to register	
DR iter-0 viols	313	
# port buffers	5	
ANT nets after route	0	
worst setup margin	4.57	ns
clock network power share	43.3	%
DRC errors left	0	
Reg power frac	48.0	%
CTS tree	built	
CP Cell Sequence	clkdlybuf4s50_1 > nand3_1 > nor2_1 > o2111a_1 > a211oi_1 > ha_1 > and4_1 > and2_1 > nand4_1 > nor3_1 > a21oi_1 > a21boi_1 > buf_4 > nor3b_1	
top cells, area	edfxtp_1 16%, dfxtp_1 12%, ha_1 12%	
Gate power share	8.7	%
final hold slack	0.479	ns
final hold violation count	0	
Syn Std Cell Area	0.00535	sq mm
Layout Utilization	55.0	%
Int Pwr	425	uW
first-pass GRT wire length	21700	um
vias per inst	6.05	
Worst-Skew Late Latency	0.37	ns
Worst VDD drop	0.0947	mV
WL/cell	16.6	um
Final Max Slew Viols	0	
Clock Skew	0.00967	ns
largest net degree at the start of global routing	38	
CP bufs+invs	2	
initial antenna violation count	0	
post-route insts no fill	783	
CP Max Fanout	22	
Area Overhead vs Synth	6.27	%
placed insts	767	
crit start category	primary input	
CP delay by family, top	simple AND/OR/NAND/NOR gates	
dpl hpwl	9860	um
Area leader share	15.7	%
Hold-fix buffers, CTS	0	
crit share post-route	54.8	%
DP Worst Slack	4.23	ns
P_leak	2.34	nW
core area	0.0103	sq mm
Routability Congestion	0.926	
RSZ-0062 raised after global routing	no	
share of post-route cells with drive strength above 1	5.72	%
post-CTS resize count	0	
number of clock buffers inserted by TritonCTS	9	
clock transition at the registers of the reported paths	0.07	ns
Root Driver	clkbuf_8	
die area	0.0111	sq mm
status	finished clean	
TritonRoute pass-1 iters	5	
diode count	0	
Tot Pwr	558	uW
Logic area	0.00362	sq mm
Mean Syn Cell Area	8.20	sq um
FILL cells	950	
sw frac	23.7	%
GRT Total Usage	25.3	%
max incr delay on CP	0.80	ns
via count	4736	
# Post-CTS Setup Buffers	0	
Critical Path Slowest Stage Cell	clkdlybuf4s50_1	
Post-synth EDFFs	28	
Overflow after GRT	0	
endpoints left unconstrained	1	
crit end category	register	
row count	37	
Yosys Chip Area	0.00535	sq mm
Final Cell Area	0.00568	sq mm
FP Util	51.8	%
Die Y-Extent	105	um
Yosys Warn Count	1	
I/O pin count	6	
worst slew pin tran	0.844	ns
ys flop type	dfxtp_1	
htree depth	3	
P_sw	132	uW
Final setup viols	0	
Yosys Instances	652	
worst min path class	register to register	
DP Area	0.00547	sq mm
Synth flops	62	
Unique cell types	67	
Async S/R FF share, synth	0	%
Routed WL	13000	um
max cap viols	0	
register area	0.00152	sq mm
crit path DAT	5.82	ns
PwrDens	98.1	mW/mm^2
-- power groups by stage --
stage / sequential (mW) / clock, mW / combinational (mW)
finish: 0.268 / 0.242 / 0.0483
global route: 0.268 / 0.256 / 0.0546
CTS: 0.268 / 0.249 / 0.0483
-- Yosys cell counts (all sizes together) (10+ instances only) --
master   n
a21o    11
a21oi   28
and3    14
and4    10
clkbuf  21
dfxtp   33
edfxtp  28
ha      51
inv     22
nand2   73
nand3   42
nand4   17
nor2    65
nor3    13
o21ai   31
xnor2   28
xor2    22
-- final cells by class --
cell class	instances	share of cell area [%]
clock buffer	11	2.49
clock inverter	5	1.30
inverter	22	1.45
multi-input combinational	538	63.7
sequential	62	26.7
tap	136	2.99
timing repair buffer	9	1.41
-- logic make-up after synthesis --
logic type,synth area share (%)
XOR/XNOR,8.19
flip-flops,28.1
latches,0.281
multiplexers,0.936
AND/OR/NAND/NOR,28.2
buffers and inverters,3.98
AND-OR/OR-AND,18.3
other,0.0701
adder cells (fa/ha/maj),11.9
-- placed cells by master, fill, tap and decap left out, drive strengths merged, types with 6 or more instances in the layout --
master / netlist / routed
nor3: 13 / 13
a211oi: 9 / 9
xnor2: 28 / 28
nor4: 9 / 9
edfxtp: 28 / 28
nor2b: 6 / 6
a21oi: 28 / 28
nand3: 42 / 42
o41ai: 6 / 6
or3: 7 / 7
and3: 14 / 14
dfxtp: 33 / 33
o21ai: 31 / 31
o211ai: 6 / 6
and2: 7 / 7
and4: 10 / 10
a21o: 11 / 11
o21a: 7 / 7
nand2: 73 / 73
ha: 51 / 51
nor2: 65 / 65
inv: 22 / 22
xor2: 22 / 22
nand4: 17 / 17
clkbuf: 21 / 11
-- flip-flops by register name, indices dropped and copies added, names as in the netlist --
register / cells
counter: 23
pulsestart: 1
secclk: 28
pulse: 1
hybridtimer: 9
-- worst min-delay path: stages (launching register included) --
cell     delay [ns]
dfxtp_1        0.33
nand3_1        0.07
nand2_1        0.05
-- metal layers --
layer / share of wire [%] / vias up / GRT usage [%]
met5: 0 / - / 0
met4: 2.0 / 0 / 4.12
met3: 5.6 / 22 / 5.43
met2: 41 / 113 / 34.7
met1: 52 / 2202 / 42.3
li1: - / 2399 / -
-- path summary, 6_finish.rpt --
kind                  start    endpoint  slack, ns  cells past startpoint
max                 mode[0]  counter[0]       4.57                     14
min reg2reg           pulse       pulse       0.48                      2
max reg2reg  hybridtimer[1]  counter[0]       5.14                     18
min                   pulse       pulse       0.48                      2
Power figures rest on the tool's default switching activity, not on a simulated workload.
