--- flow/config.mk ---
export PLATFORM = sky130hd
export DESIGN_NAME = seven_seg_display
export DESIGN_NICKNAME = seven_seg_display
export VERILOG_FILES = /design/flow/design.v
export SDC_FILE = /design/flow/constraint.sdc
export NUM_CORES = 4
export LEC_CHECK = 1
export CORE_AREA = 10 10 84 84
export DIE_AREA = 0 0 94 94
--- flow/constraint.sdc ---
current_design seven_seg_display

set clk_period 3.6
set clk_io_pct 0.2

create_clock -name clk0 -period $clk_period [get_ports {f_clk}]
create_clock -name clk1 -period $clk_period [get_ports {s_clk}]

set non_clock_inputs [all_inputs -no_clocks]
set_input_delay [expr $clk_period * $clk_io_pct] -clock clk0 $non_clock_inputs
set_output_delay [expr $clk_period * $clk_io_pct] -clock clk0 [all_outputs]
--- flow/design.v ---
module seven_seg_display(s_clk, f_clk, mode, seg1, seg2, seg3, seg4, anode, cathodes);
	input s_clk, f_clk;
	input [1:0] mode;
	input [3:0] seg1, seg2, seg3, seg4;  
	output wire [3:0] anode;  
	output reg [6:0] cathodes;  
	reg [1:0] sequence_count;  
	reg seq_1Hz[3:0], seq_05Hz[3:0];  
	reg anode_seq_output;  
	reg [3:0] anode_cycle_output;  
	reg [2:0] anode_cycle;
	reg [6:0] seg_ROM[15:0];
	initial begin
		sequence_count = 2'b00;
		anode_seq_output = 1'b0;
		anode_cycle_output = 4'b0000;
		anode_cycle = 3'b000;
		seq_1Hz[0] = 1'b1;
		seq_1Hz[1] = 1'b0;
		seq_1Hz[2] = 1'b1;
		seq_1Hz[3] = 1'b0;
		seq_05Hz[0] = 1'b1;
		seq_05Hz[1] = 1'b1;
		seq_05Hz[2] = 1'b0;
		seq_05Hz[3] = 1'b0;
		seg_ROM[0] = 7'b1000000;
		seg_ROM[1] = 7'b1111001;
		seg_ROM[2] = 7'b0100100;
		seg_ROM[3] = 7'b0110000;
		seg_ROM[4] = 7'b0011001;
		seg_ROM[5] = 7'b0010010;
		seg_ROM[6] = 7'b0000010;
		seg_ROM[7] = 7'b1111000;
		seg_ROM[8] = 7'b0000000;
		seg_ROM[9] = 7'b0011000;
		seg_ROM[10] = 7'b0000000;
		seg_ROM[11] = 7'b0000000;
		seg_ROM[12] = 7'b0000000;
		seg_ROM[13] = 7'b0000000;
		seg_ROM[14] = 7'b0000000;
		seg_ROM[15] = 7'b0000000;
	end
	always @ (posedge s_clk) begin
		sequence_count <= sequence_count + 1;  
	end
	always @ (sequence_count, mode) begin
		case(mode) 
			2'b00: begin 
				anode_seq_output <= 1'b1;
			end
			2'b01: begin 
				anode_seq_output <= 1'b0;
			end
			2'b10: begin
				anode_seq_output <= seq_05Hz[sequence_count];
			end
			2'b11: begin
				anode_seq_output <= seq_1Hz[sequence_count];
			end
		endcase
	end
	always @ (posedge f_clk) begin
        anode_cycle = anode_cycle + 1;
		case(anode_cycle)
		0: begin
			cathodes <= seg_ROM[seg1];
			anode_cycle_output <= 4'b1111;
		end
		1: begin
		    anode_cycle_output <= 4'b1110;
		end
		2: begin
			cathodes <= seg_ROM[seg2];
			anode_cycle_output <= 4'b1111;
		end
		3: begin
		    anode_cycle_output <= 4'b1101;
		end
		4: begin
			cathodes <= seg_ROM[seg3];
			anode_cycle_output <= 4'b1111;
		end
		5: begin
		    anode_cycle_output <= 4'b1011;
		end
		6: begin
			cathodes <= seg_ROM[seg4];
			anode_cycle_output <= 4'b1111;
		end
		7: begin
		    anode_cycle_output <= 4'b0111;
		end
		default: begin
	        anode_cycle_output <= 4'b1111;
	    end
		endcase
	end
    assign anode[0] = anode_seq_output || anode_cycle_output[0];
    assign anode[1] = anode_seq_output || anode_cycle_output[1];
    assign anode[2] = anode_seq_output || anode_cycle_output[2];
    assign anode[3] = anode_seq_output || anode_cycle_output[3];
endmodule
--- flow/run.sh ---
#!/bin/bash
# OpenROAD 26Q1-2900-gdf79404cd8, Yosys 0.63+post, stock flow scripts
make -C /OpenROAD-flow-scripts/flow DESIGN_CONFIG=/design/flow/config.mk WORK_HOME=/design/flow/orfs finish
==> metrics.cfg <==
[place]
dpl.hpwl_microns=1760
gp_congestion=0.775
place_area_sq_um=1340
io_buffers=29
dp_slack_ps=823

[cts]
clk_pin_slew_ps=30
ctsHoldBuffers=0
ctsResizeCount=0
cts_setup_buffers=0
cts_tree=done
cts_sinks=16

[floorplanning]
chipHeight_microns=94
io_pins=31
die_x_microns=94
chip_area_sq_um=8840
fp_util_pct=18.9
row_count=26
coreArea_sq_um=5200

[yosys]
synth-edff-count=7
yosysUniqueCellTypes=39
ys.flop_type=dfxtp_1
synth_flops=16
yosysWarnings=1
synth_area_sq_um=983
syn_inst=92
postSynthSeqShare_pct=39.7
yosys_area_sq_um=983
avgSynthCellArea_sq_um=10.7
async_flop_share_pct=0
yosysCellCount=92

[worst_setup_path]
arrival_ps=2110
path_max_fanout=4
cp_cell_sequence=clkdlybuf4s50_1 > a21oi_1 > a31oi_1 > nand2b_1 > clkdlybuf4s50_1
end_kind=primary output
cpMostUsedCell=clkdlybuf4s50_1
critPathRequiredTime_ps=2880
path_delay_family=buffers and inverters
path_buffers=2
critical_path_class=in -> out
start_kind=primary input
cp_slowest_cell=clkdlybuf4s50_1
slowest_delay_ps=480

[grt]
antenna_found_initial=0
grt_util_all_layers_pct=4.86
first_global_vias=815
grt_pass1_wl_microns=3540
grt_remaining_overflow=0
grt_max_degree=15

[final_timing]
report.final.slew_viol_count=0
setup_slack_ps=769
setup_violations=0
tightest_slew_ps=522
max-slew-margin-rel_pct=65.2
clock_skew_ps=5.33
setup_tns_ps=0
grt_setup_unrepaired=false
hold_viol=0

[flow_run]
warnings=35
maxCapViolations=0

[pwr]
swShare_pct=17.3
pwr_density_cell_nw_per_um2=325
clockPowerShare_pct=50.6
switchingPower_w=0.0000806
intPower_w=0.000384
total_leakage_power_nw=0.558
comb_power_share_pct=8.8
ir_drop_uv=175
p_total_w=0.000465
pwr-share-seq_pct=40.6

[detailed_routing]
diodes=0
finalWirelength_microns=2150
vias_per_cell=3.89
vias=758
wire_per_inst_microns=11.0
drc_errors=0
drt_iter0_markers=35
postRouteAntennaNets=0
dr.pass1.iters=4

[cells_and_area]
fillers=564
area_delta_synth_final_pct=45.5
lay_top_cells=clkdlybuf4s50_1, ha_1, dfxtp_1, edfxtp_1, clkbuf_8
drive_above_1_share_pct=13.6
layout_top_cell=clkdlybuf4s50_1
stdcell_area_sq_um=1430

[outcome]
status=complete, no violations

[worst_hold_path]
min_path_type=reg -> reg

==> metal layers <==
| layer | vias up | share of wire [%] | global-route usage [%] |
|---|---|---|---|
| met2 | 26 | 42 | 7.37 |
| met4 | 0 | 1.6 | 1.52 |
| met1 | 337 | 47 | 6.14 |
| li1 | 393 | - | - |
| met3 | 2 | 10 | 2.02 |
| met5 | - | 0 | 0 |
==> metrics by stage <==
stage	utilization, %	hold slack (ps)	instances
after detailed placement	25.6	401	188
final	27.5	409	195
after global placement	25.6	404	188
after CTS	27.5	408	195
after floorplan	-	382	92
after global routing	27.5	434	195
==> power by group through the flow <==
stage | registers (W) | clock network, W | logic (W)
CTS | 0.000189 | 0.000243 | 0.0000412
global route | 0.000189 | 0.000251 | 0.0000446
finish | 0.000189 | 0.000235 | 0.0000407
==> layout make-up <==
| cell class | instances | area (sq um) | area share, % |
|---|---|---|---|
| tap | 70 | 87.6 | 6.12 |
| multi-input combinational | 66 | 536 | 37.4 |
| clock buffer | 7 | 96.3 | 6.73 |
| sequential | 16 | 390 | 27.3 |
| inverter | 7 | 31.3 | 2.19 |
| timing repair buffer | 29 | 290 | 20.3 |
==> cells in the mapped netlist, drive strengths merged, types with 2 or more instances <==
master,n,area (sq um)
a211o,2,17.5
a211oi,3,22.5
a21o,3,22.5
a21oi,6,30.0
and2,3,20.0
buf,2,22.5
dfxtp,9,180
edfxtp,7,210
ha,11,138
inv,6,22.5
mux2,2,26.3
mux2i,2,20.0
nand2,6,25.0
nand2b,6,40.0
nand3,2,10.0
nor2,2,7.51
nor2b,2,12.5
o21ai,2,10.0
==> path summary, 6_finish.rpt <==
check                          start               endpoint  slack, ps  cells after the start
max                          mode[1]               anode[0]        770                      5
min                sequence_count[0]      sequence_count[0]        410                      1
max reg2reg           anode_cycle[0]            cathodes[4]       1000                      7
min reg2reg        sequence_count[0]      sequence_count[0]        410                      1
max in group clk1  sequence_count[0]      sequence_count[1]       3020                      1
min in group clk0     anode_cycle[2]  anode_cycle_output[1]        510                      1
==> state kept, by name (all words and copies together) (netlist names) <==
signal              cells
anode_cycle             3
anode_cycle_output      4
cathodes                7
sequence_count          2
==> logic make-up (layout without fill, tap and decap cells) <==
family	Yosys count	in the layout	share of synthesized area, %
adder cells (fa/ha/maj)	11	11	14.0
XOR/XNOR	2	2	2.55
multiplexers	4	4	4.71
AND-OR/OR-AND	23	23	17.7
buffers and inverters	10	43	5.85
flip-flops	16	16	39.7
AND/OR/NAND/NOR	26	26	15.5
No activity file was given, so power comes from the tool's default toggle rates.
