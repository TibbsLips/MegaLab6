File: design/flow/run.sh
#!/bin/bash
# OpenROAD 26Q1-2900-gdf79404cd8, Yosys 0.63+post, stock flow scripts
make -C /OpenROAD-flow-scripts/flow DESIGN_CONFIG=/design/flow/config.mk WORK_HOME=/design/flow/orfs finish
File: design/flow/config.mk
export PLATFORM = sky130hd
export DESIGN_NAME = binToBCD
export DESIGN_NICKNAME = binToBCD
export VERILOG_FILES = /design/flow/design.v
export SDC_FILE = /design/flow/constraint.sdc
export NUM_CORES = 4
export LEC_CHECK = 1
export CORE_AREA = 10 10 111 111
export DIE_AREA = 0 0 121 121
File: design/flow/constraint.sdc
current_design binToBCD

set clk_period 15.0
set clk_io_pct 0.2

create_clock -name clk0 -period $clk_period

set non_clock_inputs [all_inputs -no_clocks]
set_input_delay [expr $clk_period * $clk_io_pct] -clock clk0 $non_clock_inputs
set_output_delay [expr $clk_period * $clk_io_pct] -clock clk0 [all_outputs]
File: design/flow/design.v
module binToBCD(timer,digit1,digit2,digit3,digit4);
	input [15:0]timer;
	output reg [3:0]digit1;
	output reg [3:0]digit2;
	output reg [3:0]digit3;
	output reg [3:0]digit4;
	integer i;
	always@(timer)
	begin
        digit4=0;  
        digit3=0;  
        digit2=0;  
        digit1=0;  
        for(i=15; i>=0; i=i-1)	begin
            if(digit4 >=5)
                digit4=digit4+3;
            else
                digit4=digit4;
            if(digit3>=5)
                digit3=digit3+3;
            else
                digit3=digit3;
            if(digit2>=5)
                digit2=digit2+3;
            else
                digit2=digit2;
            if(digit1>=5)
                digit1=digit1+3;
            else
                digit1=digit1;
            digit4={digit4[2:0], digit3[3]};
            digit3={digit3[2:0], digit2[3]};
            digit2={digit2[2:0], digit1[3]};
            digit1={digit1[2:0], timer[i]};
        end
	end
endmodule
==> results.yml <==
# yosys + openroad results
outcome:
  status: "finished with violations"
  violations: "setup timing"
final_layout:
  syn_to_final_growth_pct: 63.9
  flop-count: 0
  clkbuf_count: 0
  drive_gt1_share_pct: 47.1
  seqCellArea_um2: 0
  design_area_mm2: 0.00810
synth:
  mux_area_share_pct: 7.04
  synth_area_per_cell_um2: 6.69
  ys_types: 101
  syn-cell-area_mm2: 0.00494
  ys_cells: 738
  ys_sh_aoi_pct: 46.8
  syn_inst: 738
  top_cells_by_count: "71 x nor2_1, 57 x nand2_1, 47 x a21oi_1, 47 x inv_1, 46 x o21ai_0"
  ys_sh_simple_pct: 25.1
  ys_seq_share_pct: 0
  ys_top_logic_family: "AND-OR/OR-AND gates"
  ys_warn_count: 1
  synth_top_cell_by_area: "ha_1"
  most_common_cell: "nor2_1"
  yosys_area_mm2: 0.00494
  top_cell_area_share_pct: 7.60
  xor_share_pct: 5.45
  ys_sh_adder_pct: 7.80
  synth.area.top_cells: "ha_1 7.6%, nor2_1 5.4%, a21oi_1 4.8%"
floorplanning:
  io_pins: 32
  fp-row-count: 36
  die_h_um: 121
  core_area_mm2: 0.00986
  dieArea_mm2: 0.0146
  initCoreUtil_pct: 50.1
  fp.dieW_um: 121
setup_path:
  critPathArrivalTime_ps: 12800
  worst-path-max-fanout: 5
  crit_type: "in -> out"
  crit_top_cell: "ha_4"
  critPathLaunchType: "primary input"
  critPathSlowestCell: "or4_4"
  cpPeakStageDelay_ps: 490
  crit_path_end_kind: "output pin"
  crit_required_ps: 12000
place:
  gp_congestion: 0.930
  dpl.hpwl_um: 11300
  placed_area_mm2: 0.00708
  portBuffers: 30
  place_ws_ps: -1160
hold_path:
  min_path_type: "in -> out"
final_timing:
  maxSlewViolCount: 0
  max_freq_ghz: 0.0633
  period_minus_slack_ps: 15800
  finalCritPeriodShare_pct: 105
  setup_viol: 11
  setup_ws_ps: -801
  hold_viol: 0
  rsz0062_at_grt: "true"
  worst_slew_pin_slew_ps: 1050
  relSlewSlack_pct: 29.9
routing:
  drt_iter0_markers: 663
  vias: 6974
  wirelength_um: 19400
  via_per_inst: 6.12
  drtPass1Iterations: 5
  antennaDiodeCount: 0
  antenna_left: 0
  drc: 0
  avgRoutedWirePerCell_um: 17.0
global_routing:
  gr-total-overflow: 0
  grt_pass1_vias: 6067
  grt_first_pass_wirelength_um: 27700
  grt_max_degree: 21
  antenna_found_initial: 0
  grt_usage_pct: 21.0
run:
  warning_count: 42
  cap_violations: 0
## cells in the final DEF (no fill, tap or decap), drive strengths merged, types with 5 or more instances in the layout
cell type and n:
or2 12, a31oi 21, a2111oi 5, o21bai 7, a32oi 7, a31o 5, o31a 7, nor2b 7
a221oi 7, a211oi 17, o21a 13, mux2i 20, nor3 27, a211o 5, xnor2 19, and2 9
a21oi 53, o22ai 14, o31ai 8, mux2 10, nor4 8, clkinv 5, clkdlybuf4s50 16, a21o 13
a22oi 9, and3 6, nor2 73, inv 54, o221ai 6, nand3 23, ha 30, nand2 58
nand2b 10, o21ai 60, buf 284, o211ai 14
## layer usage
layer	GRT usage, %	part of all wire [%]	vias up
li1	-	-	3376
met1	32.5	50	3266
met2	32.7	42	291
met3	1.75	6.9	41
met4	0.302	1.5	0
met5	0	0	-
## area by class of cell
| class | instances | area (µm²) |
|---|---|---|
| multi-input combinational | 644 | 5300 |
| timing repair buffer | 303 | 2380 |
| inverter | 59 | 241 |
| fill | 558 | 1770 |
| tap | 133 | 166 |
## kinds of logic after synthesis
family          after synthesis
mux                          30
xor+xnor                     24
buf+inv                      94
compound gates              309
fa+ha+maj                    31
simple gates                250
## timing repair
item / CTS / global route
hold buffers: 0 / 0
buffers inserted: 56 / 17
endpoints found under the setup margin: 11 / 11
pin swaps: 78 / 47
resized: 104 / 59
## final timing paths
kind                        end  slack (ps)  cells after the start      start
worst min-delay path  digit1[0]        6000                      0   timer[0]
worst max-delay path  digit4[2]        -800                     60  timer[14]
## stage by stage
| step | instances | setup TNS, ps | hold WS (ps) | utilization (%) |
|---|---|---|---|---|
| floorplan | 738 | -1400 | 6070 | - |
| global placement | 1069 | -9290 | 6000 | 71.8 |
| detailed placement | 1069 | -11680 | 6000 | 71.8 |
| CTS | 1123 | -1590 | 6000 | 78.3 |
| global route | 1139 | -9010 | 6000 | 82.1 |
| finish | 1139 | -4600 | 6000 | 82.1 |
## critical path: cells and delay by family
kind / cells / cell delay [ps]
AOI/OAI and AO/OA: 16 / 3040
buffers and inverters: 14 / 1410
and+or+nand+nor: 12 / 2040
adders and majority gates: 10 / 1720
xor gates and xnor gates: 4 / 730
muxes: 4 / 830
